**design/flow/config.mk**
```make
export PLATFORM = sky130hd
export DESIGN_NAME = fsm
export DESIGN_NICKNAME = fsm
export VERILOG_FILES = /design/flow/design.v
export SDC_FILE = /design/flow/constraint.sdc
export NUM_CORES = 4
export LEC_CHECK = 1
export CORE_AREA = 10 10 70 70
export DIE_AREA = 0 0 80 80
```
**design/flow/constraint.sdc**
```tcl
current_design fsm

set clk_period 1.0
set clk_io_pct 0.2

create_clock -name clk0 -period $clk_period [get_ports {clk}]

set non_clock_inputs [all_inputs -no_clocks]
set_input_delay [expr $clk_period * $clk_io_pct] -clock clk0 $non_clock_inputs
set_output_delay [expr $clk_period * $clk_io_pct] -clock clk0 [all_outputs]
```
**design/flow/design.v**
```verilog
module dff (
    input d,  
    input clk,  
    input rstn,  
    output reg q,  
    output qn);  
    always @ (posedge clk or negedge rstn)  
      if (!rstn) q <= 0;  
      else q <= d;  
    assign qn = ~q;  
endmodule  
module fsm (
    input clk,  
    input rstn, 
    input x, 
    output out);  
    wire  q2, q_bar2;
    wire  q1, q_bar1;
    wire  q0, q_bar0; 
    wire yy,yy_bar;
    dff dff0 ( .d ((q1 && ~q0 && ~q2)||(~q0 && ~q1 && q2)||( x && ~q0)),  
      .clk (clk),  
      .rstn (rstn),  
      .q (q0),  
      .qn (q_bar0));  
    dff dff1 ( .d ((q1 && ~q0 && ~q2)||(q0 && ~q1)),  
      .clk (clk),  
      .rstn (rstn),  
      .q (q1),  
      .qn (q_bar1)); 
    dff dff2 ( .d ((q2 && ~q1)|| (q1 && q0)),  
      .clk (clk),  
      .rstn (rstn),  
      .q (q2),  
      .qn (q_bar2));  
    assign out =(~q2 && q1) || (q2 && q0);
endmodule
```
**design/flow/run.sh**
```bash
#!/bin/bash
# OpenROAD 26Q1-2900-gdf79404cd8, Yosys 0.63+post, stock flow scripts
make -C /OpenROAD-flow-scripts/flow DESIGN_CONFIG=/design/flow/config.mk WORK_HOME=/design/flow/orfs finish
```
==> notes.md <==
Results of an implementation run.

The die is 80 microns wide. The tool warning count for the run is 27. The post-route total power is 0.000777 W. Entering global routing, the biggest net connects 4 pins.

The ratio of total power to cell area is 2820 nW/um^2. Per STA, the worst path is made up of buf_6 > nand2_2 > nand2_1 > buf_2. In this run the number of H-tree levels came out at 1. The delay contributed by the slowest stage of the critical path is 380 ps. After detailed routing, the number of vias per cell comes to 1.70.

The leakage dissipation is 0.119 nW. The final number of hold-violating endpoints is 0. The final layout report lists a filler cell count of 405.

Internal power comes to 0.000546 W. The die is 80 microns tall. For the finished layout, the period the worst path requires is 1110 ps.

The distinct cell type count after synthesis is 7. The relative area change from synthesis to final layout is 120%. The flow ran to the end, but the final reports show violations. The sequential standard cell area is 75.1 sq um. The fraction of power spent switching nets is 0.297. The number of rows in the core area is 21.

The share of power burned in registers is 0.297. The number of clock sinks came to 3. The final report lists the setup-violating endpoint count as 1. The kind of cell with the highest combined delay along the critical path is flip-flops. Ranked by total cell area, the synthesized netlist is headed by dfrtp_1, nand2_1, mux2i_1.

After detailed routing, the total wire length is 351 microns. For reference, the most critical setup path is categorized as reg2out. The worst VDD IR drop from the latest analysis is 311 uV. The insertion delay to the later sink of the worst-skew pair is 230 ps. The portion of the clock cycle consumed by the worst path in the final layout is 1.11. TritonCTS built the clock tree. The share of the core filled with cells in the final layout is 0.0806.

The maximum net fanout on the critical path is 2. The prevailing post-synth register cell is dfrtp_1. For this block, the via count after detailed routing is 117. In this run the cell area of the synthesized design comes to 125 sq um.

The logic gate share of total power is 0.435. Setup repair after global routing could not meet its margin everywhere. Before antenna repair, the detailed router went through 3 iterations.

In this run the critical register-to-register path is launched from dff1.q. The worst setup skew after layout is 0.912 ps. The total area of multi-input combinational cells is 53.8 sq um. Per the post-run analysis, buffers plus inverters along the critical path come to 2. The routed design shows a wire length per standard cell of 5.09 microns. The yosys synthesis chip area is 125 sq um. The maximum clock insertion buffer count is 2. The number of violations of the max-capacitance limit is 0. Of the cells placed in the final design, the portion with a size suffix greater than 1 is 0.435.

The number of placed instances, taps included, is 64. The synthesized-area fraction occupied by adder cells is 0. The residual overflow from global routing is 0.

In the synthesized netlist, the cells that appear most often are nand2_1, dfrtp_1. The final reports fail on setup timing. The number of cells in Yosys stat is 12. The number of warning messages in the yosys log is 1. The most critical min-delay path falls under in2async. In this run, the synthesized area fraction spent on and/or/nand/nor cells is recorded as 0.240. The share of the synthesized area in the top cell type is 0.600. The number of routed nets with antenna violations is 0. The number of antenna diodes in the final layout is 0. The wire length of the first global-routing pass is 579 microns.

Buffers inserted to repair hold after CTS numbered 0. The switching component of the power is 0.000231 W. The proportion of synthesized flip-flops having asynchronous set or reset is 1.00.

The synthesized instance count is 12. The number of port buffers is 3. The remaining routing DRC violations is 0. The slack of the worst reg-to-reg path is 70 ps. In the post-synthesis netlist, the cell with the most instances is nand2_1. The worst setup path is captured at an output pin.

On the reported timing paths, the clock transition at the registers reads 40 ps. The slowest stage of the critical path is the dfrtp_1 cell. The die footprint is 6400 sq um.

The aggregate negative setup slack is -110 ps. The clock network fraction of total power is 0.268. The share of the core area taken by cells at floorplan is 0.0366.

The via count of the first global-routing pass is 146. The portion of netlist area occupied by mux cells is 0.0800. Looking at the clock tree report, the root buffer type is clkbuf_4.

The number of antenna violations at the first check in global routing is 0. 4 I/O pins were placed. Once iteration 0 of detailed routing completed, the report listed 2 DRC markers. In this run the tightest slew margin relative to its limit is 0.922.

The worst setup timing slack at the placement stage is -288 ps. The transition time at the pin with the least slew margin is 113 ps. The final weighted congestion in routability-driven placement is 0.666. The data arrival time of the critical path is 910 ps. The worst path setup slack after routing is -110 ps. For this run, the register share of the synthesized area comes to 0.600. The number of synthesized flops with an enable pin is 0. The number of clock buffers inserted by TritonCTS is 3. The startpoint type of the worst setup path is a flop.

For this run, the total global-route usage over all layers was measured as 0.0118. The worst register-to-register path depth is 3. The final max-slew violation count recorded for this run is 0. The placeable core region is 3420 sq um. The peak clock frequency supported by timing is 0.901 GHz. The synthesized area divided by synthesized cell count is 10.4 sq um. Yosys reported a register bit count of 3. Leaving out filler cells and counting taps, the final layout contains 69. The dominant kind of combinational cell is simple AND/OR/NAND/NOR gates. The and-or/or-and share of the synthesized area is 0.0500. Looking at the reg2reg group, the worst path ends at dff0.q. Of all cell types, the one taking the most synthesized area is dfrtp_1. The required time at the worst-slack endpoint is 800 ps. In this run, the synthesized area fraction spent on xor and xnor cells is recorded as 0.
==> metal layers <==
layer / global-route usage / part of all wire / wire length, microns / up-vias
li1: - / - / - / 61
met5: 0 / 0 / 0 / -
met1: 0.0126 / 0.44 / 156 / 54
met2: 0.0144 / 0.47 / 166 / 2
met3: 0.0114 / 0.080 / 28 / 0
met4: 0.00704 / 0 / 0 / 0
==> worst reg2reg max path, cell delays in order (launching register included) <==
cell and delay (ps):
dfrtp_1 390, buf_4 150, nand2b_1 160, a31oi_1 150
==> power by group through the flow <==
stage	logic [W]	clock network (W)	registers, W
after CTS	0.000337	0.000222	0.000231
after global routing	0.000373	0.000234	0.000234
final	0.000338	0.000208	0.000231
==> cells by family after synthesis <==
kind of cell	Yosys count
AND/OR/NAND/NOR	6
flip-flops	3
AND-OR/OR-AND	1
multiplexers	1
buffers and inverters	1
==> timing repair <==
item | 4_1_cts | 5_1_grt
gates resized | 6 | 0
endpoints found under the setup margin | 1 | 2
buffers inserted | 1 | 0
pin swaps | 2 | 1
endpoints found under the hold margin | 0 | 0
==> metrics by stage <==
| step | instance area, sq um | hold WS [ps] |
|---|---|---|
| finish | 275 | 153 |
| global route | 275 | 150 |
| CTS | 275 | 147 |
| detailed placement | 235 | 394 |
| global placement | 235 | 398 |
| floorplan | 125 | -95.6 |
==> worst max-delay path by stage <==
stage,from,to,cells after the start
final,flop,out,4
after global routing,flop,out,4
after CTS,flop,out,4
==> final cells by class <==
type | instances | share of cell area
Inverter | 1 | 0.0136
Tap cell | 46 | 0.209
Sequential cell | 3 | 0.273
Multi-Input combinational cell | 8 | 0.195
Clock buffer | 4 | 0.0955
Timing Repair Buffer | 7 | 0.214
==> placed cells by master, fill, tap and decap left out, drive strengths merged <==
master         instances
nand2b                 2
clkdlybuf4s50          2
a31oi                  1
clkbuf                 4
dfrtp                  3
inv                    1
nand2                  4
mux2i                  1
buf                    5
Power and IR drop assume default switching activity.
