==> /design/flow/design.v <==
module sff(
    input s,
    input r,
    input clk,
    input rstn, 
    output reg q,
    output q_bar);
    always @(posedge clk or negedge rstn) begin
        if (!rstn) q <= 0;  
        else if (s && (s^r)) begin
            q<=1;
        end
        else if (r && (s^r)) begin
             q<=0;
        end
        else if (!(s||r)) begin
            q<=q;
        end
    end
    assign q_bar = ~q;
endmodule
module graycode(
    input clk,  
    input [3:0] xin,  
    input rstn,
    output [3:0] out);
    wire  q3, q_bar3;  
    wire  q2, q_bar2;
    wire  q1, q_bar1;
    wire  q0, q_bar0;
    sff sff0 ( .s((~xin[1] && !(xin[2]^xin[3])) || (xin[1] && (xin[2]^xin[3]))),
      .r((~xin[1] && (xin[2]^xin[3])) || ((xin[1] && !(xin[2]^xin[3])))),
      .rstn(rstn),
       .clk(clk), 
       .q(q0),  
       .q_bar(q_bar0));  
    sff sff1 ( .s (xin[0] && !(xin[2]^xin[3])),
      .r(xin[0] && (xin[2]^xin[3])),
      .rstn(rstn),
      .clk (clk), 
      .q (q1),  
      .q_bar (q_bar1));
    sff sff2 ( .s (~xin[0] && xin[1] && ~xin[3]),
      .r(~xin[0] && xin[1] && xin[3]),
      .rstn(rstn),
      .clk (clk), 
      .q (q2),  
      .q_bar (q_bar2));
    sff sff3 ( .s (~xin[0] && ~xin[1] && xin[2]),
      .r(~xin[0] && ~xin[1] && ~xin[2]),
      .rstn(rstn),
      .clk (clk), 
      .q (q3),  
      .q_bar (q_bar3));
    assign out = {q3 , q2 , q1 , q0};
endmodule
==> /design/flow/run.sh <==
#!/bin/bash
# OpenROAD 26Q1-2900-gdf79404cd8, Yosys 0.63+post, stock flow scripts
make -C /OpenROAD-flow-scripts/flow DESIGN_CONFIG=/design/flow/config.mk WORK_HOME=/design/flow/orfs finish
==> /design/flow/config.mk <==
export PLATFORM = sky130hd
export DESIGN_NAME = graycode
export DESIGN_NICKNAME = graycode
export VERILOG_FILES = /design/flow/design.v
export SDC_FILE = /design/flow/constraint.sdc
export NUM_CORES = 4
export LEC_CHECK = 1
export CORE_AREA = 10 10 70 70
export DIE_AREA = 0 0 80 80
==> /design/flow/constraint.sdc <==
current_design graycode

set clk_period 1.0
set clk_io_pct 0.2

create_clock -name clk0 -period $clk_period [get_ports {clk}]

set non_clock_inputs [all_inputs -no_clocks]
set_input_delay [expr $clk_period * $clk_io_pct] -clock clk0 $non_clock_inputs
set_output_delay [expr $clk_period * $clk_io_pct] -clock clk0 [all_outputs]
==> impl_metrics.tcl <==
# metrics dict for downstream scripts
set metrics [dict create \
    ios 10 \
    vdd_drop_max_mv 0.200 \
    grt_use_total_pct 1.62 \
    drt-total-wl_um 507 \
    drt-met1-wl_um 207 \
    outcome "complete, but fails checks" \
    yosys_warnings 1 \
    slew_violations 0 \
    fin_setup_tns_ns -0.120 \
    p_leak_nw 0.193 \
    vias 165 \
    drtPass1Iterations 2 \
    met2_length_um 184 \
    post-dp-hpwl_um 379 \
    drt-initial-drc-count 1 \
    ys_cells 19 \
    dr_wl_met3_um 81 \
    criticalPathCategory "in2reg" \
    htree_levels 1 \
    reg2reg_from "sff3.q" \
    setup_ws_ns -0.120 \
    syn_inst 19 \
    avgRoutedWirePerCell_um 6.58 \
    area.sequential_um2 100 \
    max_stage_delay_ns 0.30 \
    min_period_over_period_pct 112 \
    clk_path_buf_depth 2 \
    grt_pass1_vias 203 \
    cts_tree "yes" \
    ys.flops 4 \
    coreArea_um2 3420 \
    clock_sink_count 4 \
    antenna_found_initial 0 \
    drc_errors 0 \
    rr_endpoint "sff3.q" \
    top_layer "met4" \
    gp_congestion 0.738 \
    tightest_slew_ns 0.191 \
    path_clk_slew_ns 0.03 \
    die_w_um 80 \
    top_cells_by_area "dfrtp_1 (44%), mux2_2 (15%), buf_4 (13%)" \
    critPathLaunchType "input port" \
    drive_gt1_share_pct 48.4 \
    top_area_share_pct 44.2 \
    cellPowerDensity_nw_per_um2 1430 \
    fp_util_pct 6.63 \
    die_h_um 80 \
    worstRegToRegCells 2 \
    ys_area_um2 226 \
    top_area_cell "dfrtp_1" \
    syn2layout_area_growth_pct 84.5 \
    fin_util_pct 12.2 \
    yosysUniqueCellTypes 10 \
    critPathSlowestCell "mux2_4" \
    antenna_left 0 \
    drv_cap 0 \
    holdCritPathClass "in2reg" \
    fin_worst_skew_ns 0 \
    cts-root-buf "clkbuf_4" \
    ff2ff_setup_slack_ns 0.14 \
    ys_seq_share_pct 44.2 \
    num_antenna_cells 0 \
    viasPerCell 2.14 \
    hold_viol_final 0 \
    final-comb-area_um2 115 \
    max-slew-margin-rel_pct 87.2 \
    holdBufCountCts 0 \
    endpoint_kind "register" \
    avgSynthCellArea_um2 11.9 \
    grt_pass1_wl_um 848 \
    num_rows 21 \
    cp.required_ns 1.11 \
    cts_buffers 3 \
    lay_top_cells "buf_4 (4), dfrtp_1 (4), clkbuf_4 (3), clkdlybuf4s15_1 (3)" \
    syn_area_um2 226 \
    violations "setup timing" \
    grt_overflow 0 \
    port_buffers 9 \
    insertion_delay_ns 0.23 \
    critPathArrivalTime_ns 1.23 \
    final-setup-viol-count 1 \
    warning_count 28 \
    die-area_um2 6400 \
    crit_start "xin[3]" \
    rsz0062_at_grt "yes" \
    min_period_ns 1.12 \
    cp-endpoint "sff0.q" \
    fillers 388 \
    hold_start "xin[3]" \
    grt_max_degree 5 \
    max_freq_ghz 0.893 \
    dpl_cell_area_um2 359 \
    critPathMaxFanout 3 \
    final_cell_area_um2 418 \
    path_cells "buf_8 > xnor2_4 > xor2_1 > ha_1 > mux2_4" \
]
## worst min-delay path by stage
stage,cells after the start,end,slack [ns]
after CTS,2,sff2.q,0.16
after global routing,1,sff0.q,0.18
final,2,sff2.q,0.17
## critical path: cells and delay by family
| family | cells | cell delay, ns |
|---|---|---|
| xor+xnor | 2 | 0.36 |
| fa+ha+maj | 1 | 0.26 |
| buf+inv | 1 | 0.11 |
| mux | 1 | 0.30 |
## layout make-up
class	count	share of cell area, %
Inverter	1	0.898
Clock buffer	3	5.39
Timing Repair Buffer	13	28.4
Multi-Input combinational cell	10	27.5
Tap cell	46	13.8
Sequential cell	4	24.0
## report_power, final
group          internal, W  switching (W)  total, W  leakage (nW)
sequential        0.000196      0.0000158  0.000212        0.0479
clock             0.000134      0.0000569  0.000190        0.0138
combinational     0.000138      0.0000547  0.000193         0.131
total             0.000468       0.000127  0.000596         0.193
## cells in the mapped netlist (all sizes together)
master	n
buf	4
xnor2	1
mux2	3
ha	1
mux2i	1
nand2b	1
xor2	2
dfrtp	4
nor2	1
inv	1
## cells by family after synthesis
logic type               after synthesis  share of synthesized area [%]
buffers and inverters                  5                           14.9
adder cells (fa/ha/maj)                1                           5.52
multiplexers                           4                           19.3
flip-flops                             4                           44.2
AND/OR/NAND/NOR                        2                           4.42
XOR/XNOR                               3                           11.6
## stage by stage
step	hold WS, ns	setup WS (ns)	instances	total power (W)
after global routing	0.178	-0.184	77	0.000644
after global placement	0.419	-0.731	71	0.000372
after detailed placement	0.420	-0.745	71	0.000373
after CTS	0.162	-0.109	76	0.000615
after floorplan	-0.0956	-0.201	19	0.000309
final	0.169	-0.120	77	0.000596
## layer usage
layer	track usage, %	vias to the layer above
li1	-	83
met5	0	-
met3	1.02	2
met1	1.74	69
met4	1.58	0
met2	2.09	11
## sequential cells by signal, summed over array words and instances, names as in the netlist
| register | count |
|---|---|
| sff2.q | 1 |
| sff1.q | 1 |
| sff0.q | 1 |
| sff3.q | 1 |
## timing repair
| item | 4_1_cts | 5_1_grt |
|---|---|---|
| gates resized | 23 | 3 |
| endpoints found under the setup margin | 6 | 5 |
| pin swaps | 3 | 2 |
| setup buffers | 2 | 1 |
Power and IR drop assume default switching activity.
